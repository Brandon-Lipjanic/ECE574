**config.mk**
```make
export PLATFORM = sky130hd
export DESIGN_NAME = Circuit4
export DESIGN_NICKNAME = Circuit4
export VERILOG_FILES = /design/flow/design.v
export SDC_FILE = /design/flow/constraint.sdc
export NUM_CORES = 4
export LEC_CHECK = 1
export CORE_UTILIZATION = 30
```
**constraint.sdc**
```tcl
current_design Circuit4

set clk_period 6.9
set clk_io_pct 0.2

create_clock -name clk0 -period $clk_period [get_ports {Clk}]

set non_clock_inputs [all_inputs -no_clocks]
set_input_delay [expr $clk_period * $clk_io_pct] -clock clk0 $non_clock_inputs
set_output_delay [expr $clk_period * $clk_io_pct] -clock clk0 [all_outputs]
```
**design.v**
```verilog
`timescale 1ns / 1ps
module ADD(a,b,sum);
	parameter DATAWIDTH = 2;
	input [DATAWIDTH-1:0] a,b;
	output reg [DATAWIDTH-1:0] sum;
	always @(a,b) begin
		sum <= a + b;
	end
endmodule
`timescale 1ns / 1ps
module Circuit4(a, b, c, d, e, f, g, h, i, j, k, l, m, n, o, p, Clk, Rst, afinal);
input [7:0] a, b, c, d, e, f, g, h, i, j, k, l, m, n, o, p;
input Clk, Rst;
output [31:0] afinal;
wire [31:0] t1, t2, t3, t4, t5, t6, t7, t8, t9, t10, t11, t12, t13, t14;
ADD #(32) add1(
    .a(a),
    .b(b),
    .sum(t1)
);
ADD #(32) add2(
    .a(t1),
    .b(c),
    .sum(t2)
);
ADD #(32) add3(
    .a(t2),
    .b(d),
    .sum(t3)
);
ADD #(32) add4(
    .a(t3),
    .b(e),
    .sum(t4)
);
ADD #(32) add5(
    .a(t4),
    .b(f),
    .sum(t5)
);
ADD #(32) add6(
    .a(t5),
    .b(g),
    .sum(t6)
);
ADD #(32) add7(
    .a(t6),
    .b(h),
    .sum(t7)
);
ADD #(32) add8(
    .a(t7),
    .b(i),
    .sum(t8)
);
ADD #(32) add9(
    .a(t8),
    .b(j),
    .sum(t9)
);
ADD #(32) add10(
    .a(t9),
    .b(l),
    .sum(t10)
);
ADD #(32) add11(
    .a(t10),
    .b(m),
    .sum(t11)
);
ADD #(32) add12(
    .a(t11),
    .b(n),
    .sum(t12)
);
ADD #(32) add13(
    .a(t12),
    .b(o),
    .sum(t13)
);
ADD #(32) add14(
    .a(t13),
    .b(p),
    .sum(t14)
);
REG #(32) reg1(
    .d(t14),
    .Clk(Clk),
    .Rst(Rst),
    .q(afinal)
);
endmodule
`timescale 1ns / 1ps
module REG(d,Clk,Rst,q);
	parameter DATAWIDTH = 8;
	input [DATAWIDTH-1:0] d;
	input Clk, Rst;
	output [DATAWIDTH-1:0] q;
	reg [DATAWIDTH-1:0] RegData;
	initial begin
		RegData = 0;
	end
	assign q = RegData;
	always@(posedge Clk) begin
		RegData <= d;
	end
endmodule
```
**run.sh**
```bash
#!/bin/bash
# OpenROAD 26Q1-2900-gdf79404cd8, Yosys 0.63+post, stock flow scripts
make -C /OpenROAD-flow-scripts/flow DESIGN_CONFIG=/design/flow/config.mk WORK_HOME=/design/flow/orfs finish
```
==> results.toml <==
# yosys + openroad results
[clock_network]
cts_buffers = 3
clkTransAtPathRegs_ns = 0.04
cts_tree = "yes"
cts_hold_buf = 0
cts.path.max_buffers = 2
cts_setup_buffers = 0
cts_sinks = 13
cts_resized = 0
h-tree-depth = 1
clockRootBuffer = "clkbuf_16"

[timing]
clock.fmax_mhz = 157
rsz0062_at_grt = "false"
period_needed_ns = 6.38
drv_slew = 0
hold_viol = 0
finalSetupTns_ns = 0
period_used_pct = 92.5
setup_viol = 0
whs_ns = 1.94

[drt]
dr.pass1.iters = 21
drt_first_iter_violations = 77
detail_route.wl_per_cell_microns = 9.85
insertedDiodeCount = 0
drt-total-wl_mm = 6.25
ant_nets = 0
via_per_inst = 3.83
drc = 0
vias = 2428

[global_routing]
grt_max_degree = 8
antenna_found_initial = 0
grt_overflow = 0
grt_pass1_wl_mm = 11.7
grt_use_total_pct = 12.3
grt_pass1_vias = 2770

[logic_synthesis]
syn_area_per_cell_sq_um = 10.0
ys_warn_count = 17
ys.flops = 13
ys_cells = 355
syn_inst = 355
synth_seq_share_pct = 7.30
syn_area_sq_um = 3570
ys_area_sq_um = 3570
synth.distinct_cells = 26

[floorplan]
fp-row-count = 39
die_w_microns = 111
core_area_sq_um = 11500
die_y_microns = 111
initial_core_util_pct = 31.0
dieArea_sq_um = 12300
num_io_pins = 162

[flow_run]
cap_viol_max_count = 0
warnings = 34

[finish]
regMostFlops = "reg1.RegData"
n_fill_cell = 1060
areaGrowthSynthToFinish_pct = 42.5
final_common_cell = "inv_1"
largest_reg_flops = 13
drive_above_1_share_pct = 2.44
lay_top_cells = "163 x inv_1, 133 x clkdlybuf4s50_1, 100 x fa_1"
largestRegisters = "reg1.RegData (13)"

[critical_path]
worstSetupPathType = "input port to flip-flop"
crit_path_end_kind = "flip-flop"
crit_family = "adder cells"
cp.buffers_inverters = 5
crit_chain = "clkdlybuf4s50_1 > inv_1 > fa_1 > inv_1 > fa_1 > fa_1 > fa_1 > inv_1 > fa_1 > fa_1 > inv_1 > ha_1 > fa_1 > a21o_1 > a21oi_2 > o31a_4 > xnor2_2"
crit_top_cell = "fa_1"
worstPathMaxFanout = 4
critPathRequiredTime_ns = 7.02
cp-start-kind = "input port"
critPathMaxStageDelay_ns = 0.55
worstSetupStartpoint = "a[2]"
slowest_stage = "fa_1"
worst_ep_arrival_time_ns = 6.51

[placed_design]
port_buffers = 133
hpwl_mm = 6.22
gp_congestion = 0.826

[status]
status = "finished, final reports clean"

[hold_path]
hold_class = "input port to flip-flop"
min-delay-start = "p[0]"
## kinds of logic after synthesis
| group | after synthesis | share of synthesized area [%] |
|---|---|---|
| buffers and inverters | 182 | 21.2 |
| other | 1 | 0.105 |
| AND-OR/OR-AND | 14 | 3.86 |
| XOR/XNOR | 7 | 1.93 |
| AND/OR/NAND/NOR | 18 | 2.49 |
| adder cells (fa/ha/maj) | 120 | 63.2 |
| flip-flops | 13 | 7.30 |
## synth_stat cells (all sizes together)
library cell	number	share of area, %
o31a	1	0.49
o211ai	2	0.56
ha	20	7.0
a41oi	1	0.25
fa	100	56
dfxtp	13	7.3
nand3	4	0.56
conb	1	0.11
and3	2	0.39
a21o	1	0.21
a21oi	4	0.77
nand4	2	0.35
xnor2	5	1.4
o21bai	2	0.42
o41ai	2	0.91
nand4b	1	0.25
buf	19	4.0
xor2	2	0.49
nor2	4	0.42
inv	163	17
o21ai	1	0.25
nand2	5	0.53
## per-layer routing
metal / GRT usage (%) / wire length [microns]
met5: 0 / 0
met4: 0.360 / 0
met3: 4.74 / 947
met2: 20.6 / 3020
met1: 16.6 / 2280
## metrics by stage
stage	utilization [%]	setup WS (ns)	instance area, sq um	cells
global placement	43.4	0.233	5000	630
detailed placement	43.4	0.236	5000	630
CTS	44.1	0.468	5080	634
floorplan	-	0.928	3630	373
finish	44.1	0.516	5080	634
global route	44.1	0.229	5080	634
## final cells by class
class                           count  area [sq um]  share of cell area (%)
Clock buffer                        4          78.8                    1.55
Inverter                          163           612                    12.0
Multi-Input combinational cell    178          2620                    51.6
Sequential cell                    13           260                    5.12
Tap cell                          143           179                    3.52
Timing Repair Buffer              133          1330                    26.2
## tightest hold or removal path, stage by stage
cell	delay [ns]
clkdlybuf4s50_1	0.47
fa_1	0.18
ha_1	0.11
## final timing paths
| kind | endpoint | slack [ns] | cells after the start |
|---|---|---|---|
| worst max-delay path | reg1.RegData[10] | 0.52 | 17 |
| worst min-delay path | reg1.RegData[1] | 1.94 | 3 |
