<file path="flow/config.mk">
export PLATFORM = sky130hd
export DESIGN_NAME = Circuit5
export DESIGN_NICKNAME = Circuit5
export VERILOG_FILES = /design/flow/design.v
export SDC_FILE = /design/flow/constraint.sdc
export NUM_CORES = 4
export LEC_CHECK = 1
export CORE_UTILIZATION = 30
</file>
<file path="flow/constraint.sdc">
current_design Circuit5

set clk_period 29.0
set clk_io_pct 0.2

create_clock -name clk0 -period $clk_period [get_ports {Clk}]

set non_clock_inputs [all_inputs -no_clocks]
set_input_delay [expr $clk_period * $clk_io_pct] -clock clk0 $non_clock_inputs
set_output_delay [expr $clk_period * $clk_io_pct] -clock clk0 [all_outputs]
</file>
<file path="flow/design.v">
`timescale 1ns / 1ps
module ADD(a,b,sum);
	parameter DATAWIDTH = 2;
	input [DATAWIDTH-1:0] a,b;
	output reg [DATAWIDTH-1:0] sum;
	always @(a,b) begin
		sum <= a + b;
	end
endmodule
`timescale 1ns / 1ps
module COMP(a,b,gt,lt,eq);
	parameter DATAWIDTH = 2;
	input [DATAWIDTH-1:0] a,b;
	output reg gt,lt,eq;
	always @(a,b) begin
		if ( a > b) begin
			gt <= 1;
			lt <= 0;
			eq <= 0;
		end
		else if (a < b) begin
			gt <= 0;
			lt <= 1;
			eq <= 0;
		end
		else if (a == b) begin
			gt <= 0;
			lt <= 0;
			eq <= 0;
		end
		else begin
			gt <= 0;
			lt <= 0;
			eq <= 0;
		end
	end
endmodule
`timescale 1ns / 1ps
module Circuit5(a, b, c, Clk, Rst, z, x);
input [63:0] a, b, c;
input Clk, Rst;
output [31:0] z, x;
wire [63:0] d, e, f, g, h, greg, hreg;
wire  dLTe, dEQe;
wire [63:0] xrin, zrin;
ADD #(64) add1(
    .a(a),
    .b(b),
    .sum(d)
);
ADD #(64) add2(
    .a(a),
    .b(c),
    .sum(e)
);
SUB #(64) sub1(
    .a(a),
    .b(b),
    .diff(f)
);
COMP #(64) comp1(
    .a(d),
    .b(e),
    .lt(dLTe),
    .eq(dEQe)
);
MUX2x1 #(64) mux1(
    .a(d),
    .b(e),
    .sel(dLTe),
    .d(g)
);
MUX2x1 #(64) mux2(
    .a(g),
    .b(f),
    .sel(dEQe),
    .d(h)
);
REG #(64) reg1(
    .d(g),
    .Clk(Clk),
    .Rst(Rst),
    .q(greg)
);
REG #(64) reg2(
    .d(h),
    .Clk(Clk),
    .Rst(Rst),
    .q(hreg)
);
SHL #(64) shl1(
    .a(greg),
    .sh_amt(dLTe),
    .d(xrin)
);
SHR #(64) shr1(
    .a(hreg),
    .sh_amt(dEQe),
    .d(zrin)
);
REG #(64) reg3(
    .d(xrin),
    .Clk(Clk),
    .Rst(Rst),
    .q(x)
);
REG #(64) reg4(
    .d(zrin),
    .Clk(Clk),
    .Rst(Rst),
    .q(z)
);
endmodule
`timescale 1ns / 1ps
module MUX2x1(a,b,sel,d);
	parameter DATAWIDTH = 2;
	input  [DATAWIDTH-1 : 0] a, b;
	input sel;
	output reg [DATAWIDTH-1 :0] d;
	always@(a, b,sel) begin
		if(sel == 1) begin
			d <= b;
		end
		if(sel == 0) begin
			d <= a;
		end
	end
endmodule
`timescale 1ns / 1ps
module REG(d,Clk,Rst,q);
	parameter DATAWIDTH = 8;
	input [DATAWIDTH-1:0] d;
	input Clk, Rst;
	output [DATAWIDTH-1:0] q;
	reg [DATAWIDTH-1:0] RegData;
	initial begin
		RegData = 0;
	end
	assign q = RegData;
	always@(posedge Clk) begin
		RegData <= d;
	end
endmodule
`timescale 1ns / 1ps
module SHL(a,sh_amt, d);
	parameter DATAWIDTH = 2;
	input [DATAWIDTH-1:0] a, sh_amt;
	output reg [DATAWIDTH-1:0] d;
	always @(a,sh_amt) begin
		d <= (a << sh_amt);
	end
endmodule
`timescale 1ns / 1ps
module SHR(a,sh_amt, d);
	parameter DATAWIDTH = 2;
	input [DATAWIDTH-1:0] a, sh_amt;
	output reg [DATAWIDTH-1:0] d;
	always @(a,sh_amt) begin
		d <= (a >> sh_amt);
	end
endmodule
`timescale 1ns / 1ps
module SUB(a,b,diff);
	parameter DATAWIDTH = 2;
	input [DATAWIDTH-1:0] a,b;
	output reg [DATAWIDTH-1:0] diff;
	always @(a,b) begin
		diff <= a - b;
	end
endmodule
</file>
<file path="flow/run.sh">
#!/bin/bash
# OpenROAD 26Q1-2900-gdf79404cd8, Yosys 0.63+post, stock flow scripts
make -C /OpenROAD-flow-scripts/flow DESIGN_CONFIG=/design/flow/config.mk WORK_HOME=/design/flow/orfs finish
</file>
==> job_summary.md <==
### Metrics collected by this job

| Metric | Value |
|---|---|
| Ys flop type | `dfxtp_1` |
| Slew @ Worst Pin | `0.861 ns` |
| Total chip power | `0.795 mW` |
| Final WL | `40700 um` |
| Latency at later pin | `0.33 ns` |
| Slowest stage delay, CP | `0.70 ns` |
| Setup crit start kind | `input pin` |
| Fraction of layout cells with a size suffix above 1 | `0.0462` |
| Endpoints failing setup | `0` |
| Tool warnings | `26` |
| Site Rows | `72` |
| Power Density | `52.7 mW/mm^2` |
| Total CTS buffers | `9` |
| Final GP Congestion | `0.958` |
| Post-route DRC | `0` |
| GRT Residual Overflow | `0` |
| R2R Path End | `reg3.RegData[18]$_DFF_P_` |
| Pre-CTS setup slack | `16.09 ns` |
| R2R depth | `1` |
| Critical Setup Path Class | `in2reg` |
| Cell Chain, Critical Path | `clkdlybuf4s50_1 > ha_1 > inv_1 > fa_1 > nand2b_1 > a21oi_1 > o21ai_0 > a2111o_1 > a211o_1 > and2_1 > o31ai_1 > xor2_1 > ha_1 > nand4_1 > nor2_1 > nand4_1 > nor3_1 > a2111oi_0 > o211ai_1 > a21oi_1 > o221ai_4 > buf_4 > mux2_2` |
| Post-Syn Area | `0.0118 mm^2` |
| Area share, top type | `0.200` |
| Bufs and invs on worst path | `3` |
| DP Area | `0.0148 mm^2` |
| Number of buffers added on ports | `256` |
| Slew HR | `0.411` |
| R2R setup slack | `28.29 ns` |
| Diodes inserted | `0` |
| Hold WS | `0.356 ns` |
| Pleak | `6.45 nW` |
| CTS sink cnt | `96` |
| First-pass GRT wire length | `62400 um` |
| Largest net degree at the start of global routing | `59` |
| Max Buffers Root-to-Sink | `2` |
| Critical path's top delay family | `AND-OR/OR-AND gates` |
| Worst-path clk slew | `0.07 ns` |
| Drt initial violations | `727` |
| Critical path required time | `29.21 ns` |
| Count of library flops with an enable pin | `0` |
| HPWL after detailed placement | `35900 um` |
| Arr. time, crit path | `12.82 ns` |
| Crit path depth | `23` |
| Vias/cell | `5.25` |
| # Post-CTS Setup Buffers | `0` |
| Antenna violations before repair | `1` |
| Area leader, netlist | `ha_1` |
| Total number of vias | `11800` |
| Sum Neg Setup Slack | `0 ns` |
| Crit path from | `a[0]` |
| F_max | `79.3 MHz` |
| Fin cells | `2251` |
| Outcome | `completed` |
| Total GRT Usage | `0.201` |
| Number of fill cells | `3895` |
| Placed Cells | `2235` |
| ANT nets after route | `0` |
| Reg2reg start | `reg2.RegData[18]$_DFF_P_` |
| P&R area growth vs syn | `27.5%` |
| Chip height | `201 um` |
| Min-Delay Path Class | `reg2reg` |
| Clk_skew | `0.00543 ns` |
| Syn avg cell area | `7.73 um^2` |
| Critical path endpoint category | `flip-flop` |
| Io pins | `258` |
| Sequential share of the synthesized area | `0.162` |
| Die width | `201 um` |
| Fin. Hold Viols | `0` |
| Post-layout util | `0.389` |
| Final WS setup | `16.39 ns` |
| Fin area | `0.0151 mm^2` |
| Critical-path top delay cell | `buf_4` |
| Chip area estimate from yosys synthesis | `0.0118 mm^2` |
| Number of global-route vias before repair | `11400` |
| Die Size | `0.0403 mm^2` |
| Core footprint | `0.0388 mm^2` |
| Root buf cell | `clkbuf_16` |
| Reported max-cap violation count | `0` |
| RSZ-0062 raised after global routing | `false` |
| Cells after Synth | `1531` |
| Top cells by area | `ha_1, dfxtp_1, a21oi_1` |
| Worst setup path end | `reg2.RegData[4]$_DFF_P_` |
| CP max FO | `58` |
| Synthesis Warnings | `11` |
| TritonCTS clock tree | `yes` |
| Post-layout period usage | `0.435` |
| Yosys cell count | `1531` |
| H-Tree Depth | `3` |
| Pins over their slew limit | `0` |
| Share of synthesized registers carrying an async set or reset | `0` |
| Tmin final | `12.61 ns` |
| Initial DRT Pass Iterations | `5` |
| Floorplan core density | `0.305` |
| Post-CTS resize count | `0` |
| Post-synth cell types | `72` |
| Peak VDD IR | `0.0000288 V` |
| Routed len/inst | `18.1 um` |
| Ys flops | `96` |
| CTS Hold Bufs | `0` |
## kinds of logic (layout without fill, tap and decap cells)
group,count (synthesis),in the layout,synth area share
adders and majority gates,191,191,0.203
AOI/OAI and AO/OA,514,514,0.279
muxes,64,64,0.0587
DFF,96,96,0.162
and+or+nand+nor,390,390,0.161
buffers and inverters,162,364,0.0516
xor gates and xnor gates,114,114,0.0843
## how the worst min path moves through the flow
stage,cells after the start,startpoint,end
5_1_grt,0,reg2.RegData[31]$_DFF_P_,reg4.RegData[31]$_DFF_P_
6_report,0,reg2.RegData[31]$_DFF_P_,reg4.RegData[31]$_DFF_P_
4_1_cts,0,reg2.RegData[31]$_DFF_P_,reg4.RegData[31]$_DFF_P_
## cell usage in the layout (no fill, tap or decap), drive strengths merged, types with 38 or more instances in the layout
master and count:
ha 189, a21oi 179, dfxtp 96, a21o 72, inv 94, mux2 43
nor2 83, clkdlybuf4s50 256, nand2 112, o21ai 93, nand4 54, xor2 38
xnor2 76
## synth_stat cells (3+ instances only)
| library cell | instances |
|---|---|
| a2111oi_0 | 6 |
| a211o_1 | 4 |
| a211oi_1 | 13 |
| a21boi_0 | 5 |
| a21o_1 | 72 |
| a21oi_1 | 177 |
| a221oi_1 | 5 |
| a31oi_1 | 16 |
| and2_1 | 10 |
| and3_1 | 10 |
| and4_1 | 5 |
| clkbuf_1 | 68 |
| dfxtp_1 | 96 |
| ha_1 | 189 |
| inv_1 | 91 |
| mux2_2 | 43 |
| mux2i_1 | 21 |
| nand2_1 | 112 |
| nand2b_1 | 13 |
| nand3_1 | 31 |
| nand3b_1 | 3 |
| nand4_1 | 54 |
| nor2_1 | 83 |
| nor2b_1 | 12 |
| nor3_1 | 29 |
| nor4_1 | 4 |
| o2111ai_1 | 7 |
| o211ai_1 | 10 |
| o21a_1 | 13 |
| o21ai_0 | 88 |
| o21ai_1 | 5 |
| o21bai_1 | 33 |
| o221ai_1 | 8 |
| o31a_1 | 3 |
| o31ai_1 | 15 |
| o31ai_2 | 3 |
| o41ai_1 | 3 |
| or2_2 | 6 |
| or3_1 | 10 |
| xnor2_1 | 76 |
| xor2_1 | 38 |
## report_power, final
| group | switching (mW) | internal, mW |
|---|---|---|
| sequential | 0.0249 | 0.199 |
| clock | 0.0498 | 0.0597 |
| combinational | 0.214 | 0.248 |
| total | 0.289 | 0.507 |
## cell type report
class | instances | area [um^2] | area share
clock buffer | 9 | 225 | 0.0149
clock inverter | 7 | 62.6 | 0.00415
inverter | 91 | 342 | 0.0226
multi-input combinational | 1273 | 9320 | 0.618
sequential | 96 | 1920 | 0.127
tap | 518 | 648 | 0.0429
timing repair buffer | 257 | 2570 | 0.170
## sequential cells by signal, summed over array words and instances, names as in the netlist
signal and flops:
reg3.RegData 32, reg4.RegData 32, reg2.RegData 32
## layer usage
metal / share of wire / up-vias / global-route usage / wire, um
met2: 0.46 / 374 / 0.328 / 18600
li1: - / 6059 / - / -
met1: 0.47 / 5341 / 0.290 / 19200
met4: 0.020 / 2 / 0.0374 / 832
met3: 0.050 / 43 / 0.0202 / 2050
met5: 0.00022 / - / 0 / 9
No activity file was given, so power comes from the tool's default toggle rates.
