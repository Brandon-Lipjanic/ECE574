**design.v**
```verilog
`timescale 1ns / 1ps
module ADD(a,b,sum);
	parameter DATAWIDTH = 2;
	input [DATAWIDTH-1:0] a,b;
	output reg [DATAWIDTH-1:0] sum;
	always @(a,b) begin
		sum <= a + b;
	end
endmodule
`timescale 1ns / 1ps
module Circuit6(a,b,c,d,e,f,g,h,num,avg,Clk,Rst);
input [15:0] a,b,c,d,e,f,g,h,num;
input Clk,Rst;
output [15:0] avg;
wire [15:0] r1,r2,r3,r4,r5,r6,r7;
wire [15:0] avgwire;
wire [31:0] t1,t2,t3,t4,t5,t6,t7;
	ADD #(16) first_adder(
		.a(a),
		.b(b),
		.sum(t1)
	);
	REG #(16) first_reg(
		.Clk(Clk),
		.Rst(Rst),
		.d(xwire),
		.q(x)
	);
	ADD #(16) second_adder(
		.a(r1),
		.b(c),
		.sum(t2)
	);
	REG #(16) second_reg(
		.Clk(Clk),
		.Rst(Rst),
		.d(t2),
		.q(r2)
	);	
	ADD #(16) third_adder(
		.a(r2),
		.b(d),
		.sum(t3)
	);
	REG #(16) third_reg(
		.Clk(Clk),
		.Rst(Rst),
		.d(t3),
		.q(r3)
	);	
	ADD #(16) fourth_adder(
		.a(r3),
		.b(e),
		.sum(t4)
	);
	REG #(16) fourth_reg(
		.Clk(Clk),
		.Rst(Rst),
		.d(t4),
		.q(r4)
	);	
	ADD #(16) fifth_adder(
		.a(r4),
		.b(f),
		.sum(t5)
	);
	REG #(16) fifth_reg(
		.Clk(Clk),
		.Rst(Rst),
		.d(t5),
		.q(r5)
	);	
	ADD #(16) sixth_adder(
		.a(r5),
		.b(g),
		.sum(t6)
	);
	REG #(16) sixth_reg(
		.Clk(Clk),
		.Rst(Rst),
		.d(t6),
		.q(r6)
	);
	ADD #(16) seventh_adder(
		.a(r7),
		.b(h),
		.sum(t7)
	);
	REG #(16) seventh_reg(
		.Clk(Clk),
		.Rst(Rst),
		.d(t7),
		.q(r7)
	);
	DIV #(16) first_div(
		.a(r7),
		.b(num),
		.quot(avgwire)
	);
	REG #(16) eigth_reg(
		.Clk(Clk),
		.Rst(Rst),
		.d(avgwire),
		.q(avg)
	);
endmodule
`timescale 1ns / 1ps
module DIV(a,b,quot);
parameter DATAWIDTH = 2;
	input [DATAWIDTH-1:0] a,b;
	output reg [DATAWIDTH-1:0] quot;
	always @(a,b) begin
		quot <= a / b;
	end
endmodule
`timescale 1ns / 1ps
module REG(d,Clk,Rst,q);
	parameter DATAWIDTH = 8;
	input [DATAWIDTH-1:0] d;
	input Clk, Rst;
	output [DATAWIDTH-1:0] q;
	reg [DATAWIDTH-1:0] RegData;
	initial begin
		RegData = 0;
	end
	assign q = RegData;
	always@(posedge Clk) begin
		RegData <= d;
	end
endmodule
```
**run.sh**
```bash
#!/bin/bash
# OpenROAD 26Q1-2900-gdf79404cd8, Yosys 0.63+post, stock flow scripts
make -C /OpenROAD-flow-scripts/flow DESIGN_CONFIG=/design/flow/config.mk WORK_HOME=/design/flow/orfs finish
```
**config.mk**
```make
export PLATFORM = sky130hd
export DESIGN_NAME = Circuit6
export DESIGN_NICKNAME = Circuit6
export VERILOG_FILES = /design/flow/design.v
export SDC_FILE = /design/flow/constraint.sdc
export NUM_CORES = 4
export LEC_CHECK = 1
export CORE_UTILIZATION = 50
```
**constraint.sdc**
```tcl
current_design Circuit6

set clk_period 59.5
set clk_io_pct 0.2

create_clock -name clk0 -period $clk_period [get_ports {Clk}]

set non_clock_inputs [all_inputs -no_clocks]
set_input_delay [expr $clk_period * $clk_io_pct] -clock clk0 $non_clock_inputs
set_output_delay [expr $clk_period * $clk_io_pct] -clock clk0 [all_outputs]
```
==> results.tsv <==
stage	metric	value	unit
status	status	finished, final reports clean	
power	swShare	0.509	
setup_path	crit_arrival	44.87	ns
drt	final_antenna_net_count	0	
global_route	grt_max_degree	20	
setup_path	critical_path_required	59.67	ns
clock_tree	clk_pin_slew	0.07	ns
synthesis	ff_type	dfxtp_1	
drt	finalWirelength	22800	um
clock_tree	cts_buffers	5	
synthesis	avgSynthCellArea	7.51	um^2
clock_tree	clock_latency	0.30	ns
timing	finalSetupTns	0	ns
hold_path	min_from	seventh_reg.RegData[0]	
clock_tree	cts_setup_buffers	0	
cells_and_area	stdcell_count	1342	
synthesis	synth_seq_share	0.0784	
timing	period_minus_slack	44.70	ns
floorplan	io_pins	162	
global_route	grt_pass1_wl	36600	um
placement	dpl.cell_count	1334	
timing	fmaxAchievable	0.0224	GHz
drt	drt_iter0_markers	335	
cells_and_area	drive_gt1_frac	0.0764	
setup_path	cp_max_fo	19	
global_route	grt_pass1_vias	7047	
clock_tree	clkSinkCount	32	
cells_and_area	finish.utilization	0.567	
synthesis	ys_async_sr_fraction	0	
power	leakage	4.11	nW
synthesis	syn-instance-count	1088	
floorplan	dieArea	0.0169	mm^2
drt	vias	7885	
drt	firstDrtPassIters	5	
floorplan	die_h	130	um
hold_path	hp-class	reg -> reg	
setup_path	crit_type	in -> reg	
floorplan	rows	46	
cells_and_area	nFillCells	1545	
drt	drc	0	
drt	antenna_cells	0	
setup_path	path_delay_family	AND-OR/OR-AND gates	
drt	via_per_inst	5.88	
power	p_switching	0.262	mW
job	cap_violations	0	
placement	io_buffers	48	
placement	place_congestion	0.985	
timing	slew_headroom	0.460	
synthesis	ys_warn_count	20	
timing	skew	0.00605	ns
floorplan	fp_util	0.512	
placement	dp_hpwl	18300	um
setup_path	r2r_slack	27.05	ns
setup_path	crit_buf_inv	14	
synthesis	synthesis.area	0.00817	mm^2
power	power_frac_seq	0.071	
clock_tree	cts_root_buf	clkbuf_16	
drt	post_drt_wl_per_cell	17.0	um
global_route	grt-ovfl-total	0	
global_route	antenna_found_initial	0	
synthesis	ys_ff	32	
synthesis	edf_count	0	
power	power	0.514	mW
power	power.density	56.8	mW/mm^2
synthesis	ys_area	0.00817	mm^2
setup_path	worst_r2r_path_depth	114	
cells_and_area	area_growth	10.8	%
setup_path	critPathLaunchType	input pin	
hold_path	hold_depth	1	
synthesis	yosys-stat-cells	1088	
power	pwr-share-clk	0.066	
hold_path	hold-path-endpoint	seventh_reg.RegData[0]	
timing	rsz0062_at_grt	no	
setup_path	r2r-start	seventh_reg.RegData[15]	
job	warning_count	140	
global_route	gr-usage-all-layers	0.283	
clock_tree	cts_buffer_depth	2	
timing	setup_viol	0	
timing	hold_violations	0	
placement	dpl-instance-area	0.00888	mm^2
setup_path	cp-end-kind	flop	
setup_path	timing.rr.end	eigth_reg.RegData[0]	
clock_tree	htreeDepth	2	
power	internal-power	0.252	mW
power	power.share.combinational	0.863	
timing	worstMarginPinSlew	0.801	ns
floorplan	core_area	0.0159	mm^2
setup_path	cpPeakStageDelay	0.68	ns
floorplan	dieWidth	130	um
power	peakVddDrop	0.0381	mV
clock_tree	cts_hold_buf	0	
clock_tree	cts_tree	built	
timing	drv_slew	0	
clock_tree	cts-resized-gates	0	
synthesis	synth_cell_types	83	
setup_path	cpMostUsedCell	ha_1	
timing	fin_crit_sh	0.751	
cells_and_area	final_area	0.00905	mm^2
setup_path	critPathSlowestCell	and2_0	
## logic make-up after synthesis
kind of cell               after synthesis  synth area share
adders and majority gates              154             0.237
and+or+nand+nor                        322             0.193
xor gates and xnor gates                72            0.0772
DFF                                     32            0.0784
muxes                                   37            0.0499
buffers and inverters                  104            0.0521
AOI/OAI and AO/OA                      367             0.313
## worst max-delay path by stage
stage / from / endpoint / slack [ns] / cells past startpoint
CTS: num[15] / eigth_reg.RegData[0] / 14.94 / 118
global route: num[15] / eigth_reg.RegData[0] / 11.89 / 118
finish: num[15] / eigth_reg.RegData[0] / 14.80 / 116
## state kept, by name, indices dropped and copies added, names as in the netlist
name / flops
eigth_reg.RegData: 16
seventh_reg.RegData: 16
## power groups by stage
| stage | clock network, mW | logic, mW | registers, mW |
|---|---|---|---|
| finish | 0.0337 | 0.443 | 0.0366 |
| global route | 0.0352 | 0.503 | 0.0376 |
| CTS | 0.0346 | 0.441 | 0.0366 |
## per-layer routing
metal	vias up	global-route usage	wire length (um)
li1	4178	-	-
met1	3565	0.436	12100
met2	128	0.447	9770
met3	14	0.0213	718
met4	0	0.0321	280
met5	-	0	0
## stage by stage
stage | setup WS [ns] | hold slack, ns
2_1_floorplan | 21.65 | 0.465
3_5_place_dp | 14.76 | 0.546
6_report | 14.80 | 0.545
5_1_grt | 11.89 | 0.584
3_3_place_gp | 14.72 | 0.535
4_1_cts | 14.94 | 0.563
## cell usage in the layout, fill, tap and decap left out, types with 6 or more instances in the layout
cell             netlist  routed
ha_1                 153     153
nor2_1                87      87
nand2_1               79      79
a21oi_1               75      75
inv_1                 70      70
o21ai_0               58      58
clkdlybuf4s50_1        0      48
a21o_1                43      43
xnor2_1               41      41
o21a_1                39      39
nor3_1                38      38
dfxtp_1               32      32
xor2_1                31      31
mux2_2                30      30
nand3_1               22      22
o211ai_1              14      14
nand4_1               14      14
a31oi_1               14      14
or3_1                 13      13
a211oi_1              12      12
nor2b_1               12      12
nand2b_1              11      11
buf_4                  1      11
o31ai_1                9       9
a21boi_0               9       9
and3_1                 8       8
or2_2                  8       8
o2111ai_1              7       7
mux2i_1                7       7
and2_1                 7       7
o21bai_1               6       6
a311oi_1               6       6
o31a_1                 6       6
## cell type report
cell class,count,area [um^2],share of cell area
Multi-Input combinational cell,952,7110,0.786
Timing Repair Buffer,59,563,0.0622
Tap cell,216,270,0.0299
Clock inverter,3,46.3,0.00512
Sequential cell,32,641,0.0708
Clock buffer,5,125,0.0138
Inverter,75,294,0.0325
## worst register-to-register path: cells and delay by family (launching register included)
family,cells,cell delay [ns]
flip-flops,1,0.37
AND/OR/NAND/NOR,15,3.15
AND-OR/OR-AND,63,17.16
buffers and inverters,12,3.49
adder cells (fa/ha/maj),16,4.92
multiplexers,8,3.22
## Yosys cell counts, drive strengths merged, types with 11 or more instances
cell	instances	area (um^2)
nor2b	12	75.1
or3	13	81.3
nand3	22	110
nand4	14	87.6
clkbuf	26	97.6
xnor2	41	359
o211ai	14	105
xor2	31	272
o21ai	64	335
nand2	79	297
nor2	88	333
a31oi	15	100
a21o	43	323
ha	153	1910
nor3	38	190
o21a	39	293
inv	72	270
a21oi	75	375
nand2b	11	68.8
mux2	30	338
dfxtp	32	641
a211oi	13	103
No activity file was given, so power comes from the tool's default toggle rates.
